### ./config.mk
export PLATFORM = sky130hd
export DESIGN_NAME = hp_bytequad
export DESIGN_NICKNAME = hp_bytequad
export VERILOG_FILES = /design/flow/design.v
export SDC_FILE = /design/flow/constraint.sdc
export NUM_CORES = 4
export LEC_CHECK = 1
export CORE_UTILIZATION = 50
### ./constraint.sdc
current_design hp_bytequad

set clk_period 2.3
set clk_io_pct 0.2

create_clock -name clk0 -period $clk_period [get_ports {h_phi2}]
create_clock -name clk1 -period $clk_period [get_ports {p_phi2}]

set non_clock_inputs [all_inputs -no_clocks]
set_input_delay [expr $clk_period * $clk_io_pct] -clock clk0 $non_clock_inputs
set_output_delay [expr $clk_period * $clk_io_pct] -clock clk0 [all_outputs]
### ./design.v
`timescale 1ns / 1ns
module hp_byte (
                  input h_rst_b,
                  input h_we_b,
                  input h_selectData,
                  input h_phi2,
                  input [7:0] h_data,
                  input p_selectData,
                  input p_phi2,
                  input p_rdnw,                                
                  output [7:0] p_data,
                  output p_data_available,
                  output h_full
                  );
   reg [7:0] fifo_q_r ;
   wire [7:0] fifo_d_w ;
   assign p_data = fifo_q_r;   
   assign fifo_d_w = ( h_selectData & !h_we_b ) ? h_data : fifo_q_r;
   hp_flag_m flag_0 (
                       .rst_b(h_rst_b),
                       .p1_rdnw( h_we_b),
                       .p1_select(h_selectData),
                       .p1_clk(h_phi2),
                       .p2_select(p_selectData),
                       .p2_rdnw(p_rdnw),
                       .p2_clk(p_phi2 ),
                       .p2_data_available(p_data_available),
                       .p1_full(h_full)
                       );
   always @ ( negedge h_phi2 or negedge h_rst_b )
     begin
        if ( ! h_rst_b)
          fifo_q_r <= 8'b0;             
        else
          fifo_q_r <= fifo_d_w ;             
     end
endmodule  
`timescale 1ns / 1ns
module hp_bytequad (
                  input h_rst_b,
                  input h_we_b,
                  input [3:0] h_selectData,
                  input h_phi2,
                  input [7:0] h_data,                  
                  input [3:0] p_selectData,
                  input p_phi2,
                  input p_rdnw,
                  input one_byte_mode,
                  output [7:0] p_data,
                  output [3:0] p_data_available,
                  output p_r3_two_bytes_available,
                  output [3:0] h_full
                  );
   reg [7:0]  p_datamux_r;        
   wire [3:0] h_full_pre_w;
   wire [7:0] fifo0_w,
              fifo1_w,
              fifo2_w,
              fifo3_w;   
   assign p_data = p_datamux_r;   
   assign h_full = h_full_pre_w;
   always @ (fifo0_w or
             fifo1_w or
             fifo2_w or
             fifo3_w or
             p_selectData
             )
     casex (p_selectData)
       4'bxxx1: p_datamux_r = fifo0_w;
       4'bxx1x: p_datamux_r = fifo1_w;
       4'bx1xx: p_datamux_r = fifo2_w;
       4'b1xxx: p_datamux_r = fifo3_w;
       default: p_datamux_r = 8'bx;
     endcase  
   hp_byte    reg1 (
                    .h_rst_b(h_rst_b),
                    .h_we_b(h_we_b),
                    .h_selectData(h_selectData[0]),
                    .h_phi2(h_phi2),
                    .h_data(h_data),
                    .p_selectData(p_selectData[0]),
                    .p_phi2(p_phi2),
                    .p_rdnw(p_rdnw),
                    .p_data(fifo0_w),
                    .p_data_available(p_data_available[0]),
                    .h_full(h_full_pre_w[0])
                    );
   hp_byte    reg2 (
                    .h_rst_b(h_rst_b),
                    .h_we_b(h_we_b),
                    .h_selectData(h_selectData[1]),
                    .h_phi2(h_phi2),
                    .h_data(h_data),
                    .p_selectData(p_selectData[1]),
                    .p_phi2(p_phi2),
                    .p_rdnw(p_rdnw),
                    .p_data(fifo1_w),
                    .p_data_available(p_data_available[1]),
                    .h_full(h_full_pre_w[1])
                    );
   hp_reg3 reg3 (
                 .h_rst_b(h_rst_b),
                 .h_we_b(h_we_b),
                 .h_selectData( h_selectData[2]),
                 .h_phi2(h_phi2),
                 .h_data( h_data ),                 
                 .p_selectData( p_selectData[2]),
                 .p_phi2(p_phi2),
                 .p_rdnw(p_rdnw), 
                 .one_byte_mode(one_byte_mode),
                 .p_data(fifo2_w),
                 .p_data_available(p_data_available[2]),
                 .p_two_bytes_available( p_r3_two_bytes_available),
                 .h_full(h_full_pre_w[2])
                 );
   hp_byte    reg4 (
                    .h_rst_b(h_rst_b),
                    .h_we_b(h_we_b),
                    .h_selectData(h_selectData[3]),
                    .h_phi2(h_phi2),
                    .h_data(h_data),
                    .p_selectData(p_selectData[3]),
                    .p_phi2(p_phi2),
                    .p_rdnw(p_rdnw),
                    .p_data(fifo3_w),
                    .p_data_available(p_data_available[3]),
                    .h_full(h_full_pre_w[3])
                    );
endmodule  
`timescale 1ns / 1ns
module hp_flag_m
(
    input rst_b,
    input p1_clk,
    input p1_select,
    input p1_rdnw,
    input p2_clk,
    input p2_select,
    input p2_rdnw,
    output p2_data_available,
    output p1_full
);
   parameter init = 0;
   wire req;
   reg req_s1;
   reg req_s2;
   reg req_edge;
   reg [1:0] p1_state;
   wire ack;
   reg ack_s1;
   reg ack_s2;
   reg ack_edge;
   reg [1:0] p2_state;
   always @ (negedge p1_clk or negedge rst_b )
     begin
        if (!rst_b) begin
          ack_s1 <= 1'b0;
          ack_s2 <= 1'b0;
          ack_edge <= 1'b0;
          p1_state <= { 1'b0, init};
        end else begin
          ack_s1 <= ack;
          ack_s2 <= ack_s1;
          ack_edge <= ack_s2 ^ ack_s1;
          case (p1_state)
            2'b00:
              if (p1_select & !p1_rdnw)
                p1_state <= 2'b01;
            2'b01:
              if (ack_edge)
                p1_state <= 2'b11;
            2'b11:
              if (p1_select & !p1_rdnw)
                p1_state <= 2'b10;
            2'b10:
              if (ack_edge)
                p1_state <= 2'b00;
          endcase
        end
      end
   assign req = p1_state[0];
   assign p1_full = p1_state[0] ^ p1_state[1];
   always @ (posedge p2_clk or negedge rst_b )
     begin
        if (!rst_b) begin
          req_s1 <= 1'b0;
          req_s2 <= 1'b0;
          req_edge <= 1'b0;
          p2_state <= { init, 1'b0 };
        end else begin
          req_s1 <= req;
          req_s2 <= req_s1;
          req_edge <= req_s2 ^ req_s1;
          case (p2_state)
            2'b00:
              if (req_edge)
                p2_state <= 2'b10;
            2'b10:
              if (p2_select & p2_rdnw)
                p2_state <= 2'b11;
            2'b11:
              if (req_edge)
                p2_state <= 2'b01;
            2'b01:
              if (p2_select & p2_rdnw)
                p2_state <= 2'b00;
          endcase
        end
      end
    assign ack = p2_state[0];
    assign p2_data_available = p2_state[0] ^ p2_state[1];
endmodule
`timescale 1ns / 1ns
module hp_reg3 (
                input h_rst_b,
                input h_we_b,
                input h_selectData,
                input h_phi2,
                input [7:0] h_data,
                input       p_selectData,
                input p_phi2,
                input p_rdnw,
                input       one_byte_mode,
                output [7:0] p_data,
                output       p_data_available,
                output       p_two_bytes_available,
                output       h_full
);
   wire [1:0]    h_full_w;   
   wire [1:0]    p_data_available_w;
   reg [7:0]     byte0_q_r ;
   reg [7:0]     byte1_q_r ;   
   wire [7:0]    byte0_d_w ;
   wire [7:0]    byte1_d_w ;   
   assign p_data = ( p_data_available_w[0] ) ? byte0_q_r: byte1_q_r;
   assign p_two_bytes_available = !(one_byte_mode) & ( &p_data_available_w );   
   assign byte0_d_w = ( h_selectData & (!h_full_w[0] | one_byte_mode) & !h_we_b ) ? h_data : byte0_q_r;
   assign byte1_d_w = ( h_selectData & ( h_full_w[0] & !one_byte_mode) & !h_we_b ) ? h_data : byte1_q_r;
   assign p_data_available = (p_data_available_w[0] & one_byte_mode) | p_data_available_w[1];
   assign h_full = ( one_byte_mode ) ? h_full_w[0] : h_full_w[1];
   hp_flag_m flag_0 (
                       .rst_b(h_rst_b),
                       .p1_rdnw( h_we_b),
                       .p1_select(h_selectData & (!h_full_w[0] | one_byte_mode)),
                       .p1_clk(h_phi2),
                       .p2_select(p_selectData & (p_data_available_w[0] | one_byte_mode)),
                       .p2_rdnw(p_rdnw),
                       .p2_clk(p_phi2),                      
                       .p2_data_available(p_data_available_w[0]),
                       .p1_full(h_full_w[0])
                       );
   hp_flag_m flag_1 (
                       .rst_b(h_rst_b),
                       .p1_rdnw( h_we_b),
                       .p1_select(h_selectData & (h_full_w[0] & !one_byte_mode)),
                       .p1_clk(h_phi2),
                       .p2_select(p_selectData & (!p_data_available_w[0] & !one_byte_mode)),
                       .p2_rdnw(p_rdnw),
                       .p2_clk(p_phi2),                      
                       .p2_data_available(p_data_available_w[1]),
                       .p1_full(h_full_w[1])
                       );
   always @ ( negedge h_phi2 or negedge h_rst_b )
     begin
        if ( ! h_rst_b)
          begin
             byte0_q_r <= 8'h0;
             byte1_q_r <= 8'h0;
          end        
        else
          begin
             byte0_q_r <= byte0_d_w ;
             byte1_q_r <= byte1_d_w ;             
          end
     end
endmodule  
### ./run.sh
#!/bin/bash
# OpenROAD 26Q1-2900-gdf79404cd8, Yosys 0.63+post, stock flow scripts
make -C /OpenROAD-flow-scripts/flow DESIGN_CONFIG=/design/flow/config.mk WORK_HOME=/design/flow/orfs finish
==> run summary <==
yosys + openroad results -> final worst slack=-0.7105 ns, WS Path Type=reg -> out, CTS tree=built, Final Hold Vio Count=0, CP Launch Type=register, detailed placement HPWL=5956 um, maximum VDD drop=0.0008890 V, die height=97.03 um, Synth Area in Simple Gates=6.955%, RSZ-0062 raised after global routing=yes, Routed Wire Length=9176 um, initial antenna violation count=0, Crit Path Max Fanout=2, port bufs=37, Syn Std Cell Area=4516 um^2, largest net degree at the start of global routing=55, Rel. slew slack=61.24%, Core ar.=8721 um^2, Synth Flop Type=dfrtn_1, Log Warnings=61, yosys xor share=1.940%, NetSw=0.002825 W, die span in x=97.03 um, Distinct cells, synth=43, total global routing overflow=0, Adder Area Share=11.64%, average wire per standard cell=14.82 um, pre-CTS WS=-0.7693 ns, worst endpoint required time=1.84 ns, Comb power frac=52.8%, GRT Total Usage=21.40%, # setup viols final=20, ys async rst share=100.0%, syn avg cell area=11.55 um^2, Clk pwr share=14.6%, Rows=34, Via density=5.105, register clock-pin slew on the reported worst setup and hold paths=0.10 ns, # Cells Yosys=391, Synth Seq Share=49.88%, vias in the first global route=3223, Dominant comb cell=multiplexers, P per Cell Area=1318 nW/um^2, Initial DRC Count=84, Post-Synth AOI/OAI Area=11.19%, I/O pins=39, outcome=finished with violations, share of cells above drive strength 1=39.92%, Synth mux share=13.05%, drc violations=0, endpoint class of the critical path=primary output, Post-synth EDFFs=0, starting density of the core=51.78%, Filler Cells Inserted=599, Setup Total Neg Slack=-7.320 ns, diode count=0, switching share of total power=34.95%, failing checks=negative setup slack, P_leak=2.948 nW, final slew viol count=0, Data arrival, critical path=2.55 ns, #FFs+latches synth=90, 1st-pass router iterations=4, Least-Margin Pin Slew=0.5765 ns, CTS Sinks=90, chip area=9415 um^2, yosys stat chip area=4516 um^2, Mapped Cells=391, routability cong.=0.7739, Clock Skew=0.01023 ns, ANT nets after route=0, Area Overhead vs Synth=35.83%, first-pass GRT wire length=15560 um, Synth Warn #=4, vias=3160, hold_buf cts=0, maxcap violations=0, sequential share of power=32.6%, internal power=0.005257 W, Hold Crit Class=in -> async
## metal layers
metal / routed length [um] / part of all wire, % / track usage (%)
met1: 4612 / 50 / 35.52
met2: 4112 / 45 / 31.96
met3: 338 / 3.7 / 3.897
met4: 112 / 1.2 / 2.870
met5: 0 / 0 / 0
## cell usage after synthesis, types with 3 or more instances
master    number  area, um^2
clkbuf_1       3       11.26
a21oi_1       12       60.06
a22oi_1        3       22.52
inv_1         32       120.1
dfrtn_1       65        1627
nand2_1       13       48.80
o211ai_1       4       30.03
ha_1          42       525.5
o31ai_1        3       22.52
dfrtp_1       25       625.6
buf_2          7       35.03
nor2b_1        5       31.28
nor3_1         3       15.01
mux2_2        35       394.1
a211oi_1      16       120.1
o21ai_0       16       80.08
nor2_1        39       146.4
xor2_1        10       87.58
o21bai_1       5       37.54
mux2i_1       18       180.2
buf_4         10       75.07
## area by class of cell
type                       count  area [um^2]  area share [%]
timing repair buffer         120         1046           17.05
clock inverter                 8        62.56           1.020
clock buffer                  12        165.2           2.693
sequential                    90         2252           36.72
multi-input combinational    249         2352           38.35
inverter                      32        120.1           1.958
tap                          108        135.1           2.203
## cell families after synthesis
kind of cell,after synthesis
AOI/OAI and AO/OA,74
adders and majority gates,42
xor gates and xnor gates,10
muxes,54
and+or+nand+nor,69
buffers and inverters,52
DFF,90
## repair_timing
action,in CTS,in global routing
gates resized,95,16
pin swaps,26,24
endpoints found under the setup margin,62,27
buffers inserted,22,9
endpoints found under the hold margin,0,0
## flip-flops by register name, summed over array words and instances, names as in the netlist, 8 cells and up
| signal | cells |
|---|---|
| reg1.fifo_q_r | 8 |
| reg2.fifo_q_r | 8 |
| reg3.byte0_q_r | 8 |
| reg3.byte1_q_r | 8 |
| reg4.fifo_q_r | 8 |
## critical path, cell delays in order, from the launching register on
cell,delay (ns)
dfrtn_1,0.42
inv_2,0.06
ha_4,0.22
mux2_4,0.26
buf_2,0.11
## power groups by stage
stage,combinational [W],clock (W),sequential (W)
CTS,0.00407,0.00123,0.00263
global route,0.00472,0.00129,0.00271
finish,0.00427,0.00118,0.00264
## final timing paths
check / startpoint / to / cells past startpoint / slack (ns)
hold / removal: h_rst_b / reg3.flag_1.p2_state[0] / 2 / 0.17
max in group asynchronous: h_rst_b / reg3.byte1_q_r[7] / 2 / 0.86
hold reg to reg: reg3.flag_1.ack_s1 / reg3.flag_1.ack_s2 / 0 / 0.34
min in group clk0: reg3.flag_1.ack_s1 / reg3.flag_1.ack_s2 / 0 / 0.34
min in group clk1: reg3.flag_0.req_s1 / reg3.flag_0.req_s2 / 0 / 0.39
max in group clk1: reg2.flag_0.p1_state[0] / reg2.flag_0.req_s1 / 1 / 0.46
setup reg to reg: reg2.flag_0.p1_state[1] / reg2.flag_0.p1_state[0] / 13 / 0.07
setup / recovery: reg3.flag_1.p1_state[0] / h_full[2] / 4 / -0.71
## cell usage in the layout, fill, tap and decap left out, types with 15 or more instances in the layout
cell type        netlist  final
nor2_1                39     39
buf_4                 10     66
inv_1                 32     21
clkdlybuf4s50_1        0     18
ha_1                  42     35
dfrtp_1               25     25
dfrtn_1               65     65
buf_2                  7     15
mux2_4                 1     28
mux2i_1               18     17
## metrics by stage
| stage | power, W | instances | hold WS [ns] | utilization [%] | instance area (um^2) |
|---|---|---|---|---|---|
| after floorplan | 0.005144 | 391 | 0.1644 | - | 4691 |
| after global placement | 0.006227 | 575 | 0.3373 | 64.03 | 5584 |
| after detailed placement | 0.006275 | 575 | 0.3406 | 64.03 | 5584 |
| after CTS | 0.007925 | 614 | 0.1838 | 69.18 | 6033 |
| after global routing | 0.008728 | 619 | 0.1864 | 70.33 | 6133 |
| final | 0.008081 | 619 | 0.1706 | 70.33 | 6133 |
Power and IR drop assume default switching activity.
