$ cat flow/run.sh
#!/bin/bash
# OpenROAD 26Q1-2900-gdf79404cd8, Yosys 0.63+post, stock flow scripts
make -C /OpenROAD-flow-scripts/flow DESIGN_CONFIG=/design/flow/config.mk WORK_HOME=/design/flow/orfs finish
$ cat flow/config.mk
export PLATFORM = sky130hd
export DESIGN_NAME = memory_controller
export DESIGN_NICKNAME = memory_controller
export VERILOG_FILES = /design/flow/design.v
export SDC_FILE = /design/flow/constraint.sdc
export NUM_CORES = 4
export LEC_CHECK = 1
export CORE_UTILIZATION = 40
$ cat flow/constraint.sdc
current_design memory_controller

set clk_period 30.4
set clk_io_pct 0.2

create_clock -name clk0 -period $clk_period [get_ports {clock}]

set non_clock_inputs [all_inputs -no_clocks]
set_input_delay [expr $clk_period * $clk_io_pct] -clock clk0 $non_clock_inputs
set_output_delay [expr $clk_period * $clk_io_pct] -clock clk0 [all_outputs]
$ cat flow/design.v
module memory_controller
  (
   clock,
   reset_b,
   ext_cs_b,
   vpa,
   cpu_rnw,
   cpu_clken,
   cpu_addr,
   cpu_dout,
   ext_dout,
   ram_cs_b,
   ram_oe_b,
   ram_we_b,
   ram_data,
   ram_addr
   );
   parameter DSIZE        = 16;
   parameter ASIZE        = 16;
   parameter INDEX_BITS   = 6;     
   localparam CSIZE       = clog2(DSIZE) - 1;    
   localparam TAG_BITS    = ASIZE - INDEX_BITS;
   localparam CACHE_WIDTH = DSIZE + 1 + TAG_BITS;
   localparam CACHE_SIZE  = 2 ** INDEX_BITS;
   input                 clock;
   input                 reset_b;
   input                 ext_cs_b;
   input                 vpa;
   input                 cpu_rnw;
   output                cpu_clken;
   input [ASIZE-1:0]     cpu_addr;
   input [DSIZE-1:0]     cpu_dout;
   output [DSIZE-1:0]    ext_dout;
   output                ram_cs_b;
   output                ram_oe_b;
   output                ram_we_b;
   inout [7:0]           ram_data;
   output [18:0]         ram_addr;
   wire [CSIZE - 3:0] ext_a_lsb;
   reg                ext_we_b;
   reg [DSIZE-8-1:0]  ram_data_last;
   reg [CSIZE-1:0]    count;
   reg [CACHE_WIDTH-1:0] cache [0:CACHE_SIZE - 1];  (* RAM_STYLE="DISTRIBUTED" *)
   wire [INDEX_BITS-1:0]  addr_index = cpu_addr[INDEX_BITS-1:0];
   wire [TAG_BITS-1:0]      addr_tag = cpu_addr[ASIZE-1:INDEX_BITS];
   wire [CACHE_WIDTH-1:0]  cache_out = cache[addr_index];
   wire [DSIZE-1:0]       cache_dout = cache_out[DSIZE-1:0];
   wire                  cache_valid = cache_out[DSIZE];
   wire [TAG_BITS-1:0]     cache_tag = cache_out[CACHE_WIDTH-1:DSIZE+1];
   wire                    tag_match = cache_valid & (cache_tag == addr_tag);
   wire                    cache_hit = vpa & tag_match;
   integer i;
   initial
     for (i = 0; i < CACHE_SIZE; i = i + 1)
       cache[i] = 0;
   always @(posedge clock)
      if (count == 2 ** CSIZE - 1)
         if (cpu_rnw) begin
            if (vpa)
               cache[addr_index] <= {addr_tag, 1'b1, ext_dout};
         end else begin
            if (tag_match)
               cache[addr_index] <= {addr_tag, 1'b1, cpu_dout};
         end
   always @(posedge clock)
     if (!reset_b)
       count <= 0;
     else if (!ext_cs_b && !cache_hit || count > 0)
       count <= count + 1;
   assign cpu_clken = !(!ext_cs_b && !cache_hit && count < 2 ** CSIZE - 1);
   assign ext_a_lsb = count[CSIZE - 1 : 2];
   always @(posedge clock)
      if (!cpu_rnw && !ext_cs_b && !count[1])
         ext_we_b <= 1'b0;
      else
         ext_we_b <= 1'b1;
   always @(posedge clock)
     if (count[1:0] == 2'b11)
        ram_data_last <= (ram_data_last >> 8) | (ram_data << (DSIZE - 16));
   assign ext_dout = cache_hit ? cache_dout : { ram_data, ram_data_last };
   assign ram_addr = {cpu_addr, ext_a_lsb};
   assign ram_cs_b = ext_cs_b;
   assign ram_oe_b = !cpu_rnw;
   assign ram_we_b = ext_we_b;
   assign ram_data = cpu_rnw        ? 8'bZ            :
                     ext_a_lsb == 3 ? cpu_dout[31:24] :
                     ext_a_lsb == 2 ? cpu_dout[23:16] :
                     ext_a_lsb == 1 ? cpu_dout[15:8]  :
                                      cpu_dout[7:0]   ;
   function integer clog2;
      input integer value;
      begin
         value = value-1;
         for (clog2=0; value>0; clog2=clog2+1)
           value = value>>1;
      end
   endfunction
endmodule
==> results_slide.txt <==
Flow Results at a Glance

Yosys
  – Cell type with the largest total area: edfxtp_1
  – Main flop type: edfxtp_1
  – Top-area cell type share of the netlist area: 0.778
  – Async set-or-reset flop fraction in the synthesized netlist: 0
  – Synth cell types: 81
  – EDFF count, synth: 1736
  – Syn Area/Cell: 18.7 um^2
  – Synth top cell by count: edfxtp_1
  – Synth top cells by count: 1736 x edfxtp_1, 179 x a22oi_1, 162 x mux2i_1
  – Synth area leaders: edfxtp_1 78%, mux4_2 4.0%, mux2i_1 2.4%, a22oi_1 2.0%, a221oi_1 2.0%
  – Cell count after synthesis: 3589
  – Synth Seq Share: 0.780
  – Post-synth regs: 1740
  – Syn Std Cell Area: 67000 um^2
  – Yosys warning tally: 4
  – YS chip area: 67000 um^2
  – Ys cells: 3589

Clock network
  – Number of H-tree levels: 4
  – Cts hold-fix bufs: 0
  – Post-CTS Setup Bufs: 0
  – Sink Count: 1740
  – Count of cells resized by post-cts repair: 0
  – CTS Buf Count: 172
  – Root Driver: clkbuf_16
  – Buffer depth of the longest clock path: 3

Outcome
  – Fail Step: clock tree synthesis (4_1_cts)
  – Error message: [error] [KeplerFormal.cpp:679] Workflow failed: Iso has multiple drivers: .ram_data0, _2966_.X0
  – Status: did not finish

Floorplan
  – Die y size: 411 um
  – DIE WIDTH: 411 um
  – FP Util: 0.405
  – FP Rows: 149
  – Top Ports: 84

Placed design
  – RD Place Congestion: 0.941
  – Area after DPL: 71400 um^2
  – Post-DP HPWL: 123000 um
  – Dpl cells: 5852
  – Port bufs: 73
-- through the flow --
step                utilization  worst slack [ps]
global placement          0.431             12180
floorplan                     -             15010
detailed placement        0.431             12180
-- cells by family after synthesis --
logic type,synth area share
flops,0.780
compound gates,0.0840
simple gates,0.0310
mux,0.0852
buf+inv,0.0188
xor+xnor,0.000785
fa+ha+maj,0.000560
other cells,0.000112
